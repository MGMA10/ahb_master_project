===== ./config.mk =====
export PLATFORM = sky130hd
export DESIGN_NAME = AHB_Master
export DESIGN_NICKNAME = AHB_Master
export VERILOG_FILES = /design/flow/design.v
export SDC_FILE = /design/flow/constraint.sdc
export NUM_CORES = 4
export LEC_CHECK = 1
export CORE_UTILIZATION = 50

===== ./design.v =====
module AHB_Master (
    input wire        HCLK,        
    input wire        HRESETn,     
    output reg [31:0] HADDR,       
    output reg [2:0] HBURST,         
    output reg [2:0]  HSIZE,       
    output reg [1:0]  HTRANS,      
    output reg [31:0] HWDATA,      
    output reg        HWRITE,      
    input wire [31:0] HRDATA,      
    input wire        HREADY,      
    input wire        HRESP,
    input wire [63:0] cpu_inst,
    input wire [7:0] cpu_cont,
    input wire [7:0] num_beats
);
localparam      IDLE         = 2'b00,
                BUSY     = 2'b01,
                NONSEQ   = 2'b10,
                SEQ      = 2'b11;
reg [9:0] burst_counter;
reg work;
always @(posedge HCLK or negedge HRESETn) begin
    if (!HRESETn)
    begin   
        HTRANS <= IDLE;   
    end
    else
    begin
        case (HTRANS)
            IDLE:begin
                HADDR <= cpu_inst[63:32];
                HWDATA <= cpu_inst[31:0];
                HSIZE <= cpu_cont[6:4];  
                HWRITE <= cpu_cont[0];   
                HBURST <= cpu_cont[3:1];
                work <= cpu_cont[7];
                if (HREADY && work) begin
                    HTRANS <= NONSEQ;
                    burst_counter <= 0;        
                end
            end
            BUSY:begin
                if (HREADY && work) begin
                    HTRANS <= SEQ; 
                end
            end
            NONSEQ:begin
                if (HREADY) begin
                    if (!work)
                    HTRANS <= BUSY;
                    else if (HBURST) begin
                        HWDATA <= cpu_inst[31:0];
                        burst_counter <= burst_counter + 1;
                        HTRANS <= SEQ;
                    end else begin
                        HTRANS <= IDLE;
                        HWDATA <= cpu_inst[31:0];
                    end
                end
            end
            SEQ:begin
                if (HREADY) begin
                    HWDATA <= cpu_inst[31:0];
                    HADDR <= HADDR + (4 << HSIZE); 
                        burst_counter <= burst_counter + 1;
                    if (!work)
                    HTRANS <= BUSY;
                    else if(HBURST == 3'b001 && burst_counter * HSIZE < 8'b1111111111 && burst_counter < num_beats)
                        HTRANS <= SEQ;
                        else begin
                        HTRANS <= IDLE;
                    end
                end  
            end
            default:HTRANS <= IDLE;
        endcase
    end
end
endmodule

===== ./constraint.sdc =====
current_design AHB_Master

set clk_period 7.5
set clk_io_pct 0.2

create_clock -name clk0 -period $clk_period [get_ports {HCLK}]

set non_clock_inputs [all_inputs -no_clocks]
set_input_delay [expr $clk_period * $clk_io_pct] -clock clk0 $non_clock_inputs
set_output_delay [expr $clk_period * $clk_io_pct] -clock clk0 [all_outputs]

===== ./run.sh =====
#!/bin/bash
# OpenROAD 26Q1-2900-gdf79404cd8, Yosys 0.63+post, stock flow scripts
make -C /OpenROAD-flow-scripts/flow DESIGN_CONFIG=/design/flow/config.mk WORK_HOME=/design/flow/orfs finish

==> flow_summary.ini <==
; synthesis and place-and-route metrics
[detailed_routing]
top_layer = met4
routedWlPerCell_um = 15.0
wl_met1_um = 4850
met2_length_um = 5140
firstDrtPassIters = 5
dr_wl_met3_um = 966
vias = 3887
ant_nets = 0
drtIter0Drc = 124
wl_um = 11000
drc_errors = 0
vias_per_cell = 5.28
num_antenna_cells = 0

[power_and_ir_drop]
sw_frac_of_total = 0.362
combPwrFrac = 0.444
p_leak_nw = 2.54
p_seq_frac = 0.404
vdd_ir_drop_max_mv = 0.171
internal-power_mw = 1.36
p_clk_frac = 0.152
switchingPower_uw = 771
total_power_mw = 2.13
power_density_mw_per_mm2 = 311

[min_path]
min_from = work
hold_end = HTRANS[1]
hold_depth = 2
hold_path_class = reg -> reg

[setup_path]
cp-start-kind = primary input
r2r_slack_ps = 4290
end_kind = flip-flop
rr_endpoint = HADDR[27]
cp_max_fo = 2
crit_arrival_ps = 3610
timing.rr.start = HSIZE[0]
crit_type = in -> reg
required_ps = 7780
worstRegToRegCells = 8

[layout]
comb_area_mm2 = 0.00225
synthToLayoutAreaGrowth_pct = 38.3
final_cell_area_mm2 = 0.00683
fillCellCount = 659
lay_top_cells = 155 x clkdlybuf4s50_1, 82 x edfxtp_1, 42 x nand2_1, 40 x a21oi_1, 35 x nor2_1
drive_gt1_frac = 0.0593
layout_top_cell = clkdlybuf4s50_1
seq_area_mm2 = 0.00251

[global_routing]
grt_usage = 0.236
grt_max_degree = 61
grt_pass1_wl_um = 17800
grt-ovfl-total = 0
grt_pass1_vias = 3756
antenna_found_initial = 0

[yosys]
syn_area_mm2 = 0.00494
ys_cells = 450
yosys_warnings = 2
ys.flops = 84
synth_seq_share = 0.508
yosys_area_mm2 = 0.00494
synthCells = 450
synthDistinctLibCells = 53
synth-edff-count = 82
async_reset_ff_frac = 0.0238
postSynthAreaPerCell_um2 = 11.0
synthFlopType = edfxtp_1

[floorplan]
die-width_um = 101
dieArea_mm2 = 0.0103
fp_util = 0.525
die_h_um = 101
core-area_mm2 = 0.00942
ios = 189
rows = 35

[timing]
fin_crit_sh = 0.444
fin_ws_ps = 4170
fin_tns_setup_ps = 0
hold_violations = 0
slew_headroom = 0.498
rsz0062_at_grt = false
skew_ps = 8.81
worst_pin_slew_ps = 750
slew_violations = 0
fmax_mhz = 300
finalSetupViolCount = 0
fin_crit_ps = 3330

[clocking]
cts-resized-gates = 0
clkLatencyLatePin_ps = 350
path_clk_slew_ps = 100
htree_levels = 3
numClockSinks = 84
cts-root-buf = clkbuf_8
cts.path.max_buffers = 2
cts_tree = yes
hold_buffers = 0
cts_setup_buffers = 0
cts_buffers = 9

[placement]
placed_area_mm2 = 0.00663
place.port_buffers = 155
hpwlAfterDp_um = 7940
place.gp.congestion = 0.898
place_ws_ps = 3820

[job]
warnings = 62
maxCapViolCount = 0

[status]
status = finished clean
[sequential cells by signal (all words and copies together) (netlist names), named ones only]
signal / flops
HADDR: 32
HBURST: 3
HSIZE: 3
HTRANS: 1
HWDATA: 32
HWRITE: 1
burst_counter: 10
work: 1
[critical path, stage by stage]
cell             delay [ps]
clkdlybuf4s50_1         450
inv_1                    40
ha_1                    180
or4b_1                  480
a2111oi_2               360
o21ai_1                 130
a21oi_2                 150
nand4_1                 160
a21boi_1                170
[cell type report]
type | count | share of cell area
well taps | 129 | 0.0236
clock inverters | 7 | 0.0112
repair buffers | 160 | 0.233
multi-input cells | 316 | 0.330
clock buffers | 9 | 0.0181
inverters | 31 | 0.0170
flip-flops and latches | 84 | 0.368
[cell usage after synthesis (6+ instances only)]
cell / n / share of area
inv_1: 31 / 0.024
o21ai_0: 11 / 0.011
and2_1: 6 / 0.0076
and3_1: 6 / 0.0076
fa_1: 9 / 0.036
nand3_1: 9 / 0.0091
xnor2_1: 24 / 0.043
nand2_1: 42 / 0.032
nand4_1: 6 / 0.0076
a211oi_1: 9 / 0.014
clkbuf_1: 16 / 0.012
ha_1: 28 / 0.071
nor2b_1: 10 / 0.013
xor2_1: 18 / 0.032
a21oi_1: 40 / 0.041
nor2_1: 35 / 0.027
edfxtp_1: 82 / 0.50
[kinds of logic after synthesis]
group | after synthesis | synth area share
simple gates | 139 | 0.140
compound gates | 91 | 0.116
flops | 84 | 0.508
buf+inv | 50 | 0.0385
xor+xnor | 42 | 0.0744
fa+ha+maj | 37 | 0.107
mux | 7 | 0.0154
[power groups by stage]
stage | registers, mW | logic (mW) | clock network [mW]
CTS | 0.862 | 0.951 | 0.333
global route | 0.884 | 1.06 | 0.355
finish | 0.860 | 0.945 | 0.322
[per-layer routing]
layer | GRT usage | vias up
met5 | 0 | -
met2 | 0.344 | 136
met3 | 0.0714 | 4
met4 | 0.0212 | 0
met1 | 0.398 | 1820
li1 | - | 1927
[worst max path at each step]
stage / cells past startpoint / startpoint / endpoint / slack [ps]
after CTS: 9 / num_beats[7] / flip-flop / 4170
after global routing: 9 / num_beats[7] / flip-flop / 4050
final: 9 / num_beats[7] / flip-flop / 4170
[stage by stage]
step           std cells  hold WS, ps   util
2_1_floorplan        450          598      -
3_3_place_gp         720          637  0.704
3_5_place_dp         720          647  0.704
4_1_cts              736          692  0.726
5_1_grt              736          722  0.726
6_report             736          692  0.726
