### flow/constraint.sdc
current_design AHB_Master_ALU_REG

set clk_period 17.0
set clk_io_pct 0.2

create_clock -name clk0 -period $clk_period [get_ports {HCLK}]

set non_clock_inputs [all_inputs -no_clocks]
set_input_delay [expr $clk_period * $clk_io_pct] -clock clk0 $non_clock_inputs
set_output_delay [expr $clk_period * $clk_io_pct] -clock clk0 [all_outputs]
### flow/design.v
module AHB_Master_ALU_REG (
    input wire        HCLK,        
    input wire        HRESETn,     
    output reg [31:0] HADDR,       
    output reg [2:0] HBURST,         
    output reg [2:0]  HSIZE,       
    output reg [1:0]  HTRANS,      
    output reg [31:0] HWDATA,      
    output reg        HWRITE,      
    input wire [31:0] HRDATA,      
    input wire        HREADY,      
    input wire        HRESP,
    input wire [63:0] cpu_inst
);
    wire [31:0] ReadData1, ReadData2;
    wire [31:0] ALUResult;
    reg RegWrite;
    reg [31:0] WriteData;
    reg type_data ;
    reg ALU_REG;
    reg write_read;
    reg [7:0] burst_length;
    reg [2:0] ReadReg1_ADDR;  
    reg [2:0] ReadReg2_ADDR;   
    reg [2:0] WriteReg_ADDR;   
    reg [2:0] AlU_OP;
    reg [2:0] WriteReg_ADDR2;
ALU alu(
    .A(ReadData1),
    .B(ReadData2),
    .AlU_OP(AlU_OP),
    .Result(ALUResult)
);
RegisterFile rf(
    .clk(HCLK),
    .ReadReg1_ADDR(ReadReg1_ADDR),
    .ReadReg2_ADDR(ReadReg2_ADDR),
    .WriteReg_ADDR(WriteReg_ADDR2),
    .WriteData(WriteData),
    .RegWrite(RegWrite),
    .ReadData1(ReadData1),
    .ReadData2(ReadData2)
);
localparam      IDLE         = 2'b00,
                BUSY     = 2'b01,
                NONSEQ   = 2'b10,
                SEQ      = 2'b11;
reg [9:0] burst_counter;
reg work;
always @(posedge HCLK or negedge HRESETn) begin
    if (!HRESETn)
    begin   
        HTRANS <= IDLE;   
    end
    else
begin
        RegWrite <= 0;
        case (HTRANS)
            IDLE:begin
                if (type_data == 1)
                begin
                    if(ALU_REG)
                        begin
                            if(write_read)
                            begin
                                WriteData   <= ALUResult;
                                RegWrite    <= 1;
                            end                            else
                            HWDATA      <= ALUResult;
                        end
                        else
                        begin
                            if (HWRITE)
                            begin
                                WriteData   <= HRDATA;
                                RegWrite    <= 1;
                            end
                            else
                            begin
                                HWDATA      <= ReadData1;
                                RegWrite    <= 0;
                            end
                        end
                        type_data <= 0;
                end
                type_data <= 0;
                HADDR <= cpu_inst[63:32];
                HSIZE <= cpu_inst[6:4];  
                HWRITE <= cpu_inst[0];   
                HBURST <= cpu_inst[3:1];
                work <= cpu_inst[7];
                write_read <= cpu_inst [31];
                ALU_REG <= cpu_inst [18];
                burst_length <= cpu_inst[15:8];
                ReadReg1_ADDR <= cpu_inst[21:19]; 
                ReadReg2_ADDR <=  cpu_inst[24:22]; 
                WriteReg_ADDR <=  cpu_inst[27:25]; 
                WriteReg_ADDR2 <= WriteReg_ADDR;
                AlU_OP <= cpu_inst [30:28];
                if (HREADY && work) begin
                    HTRANS <= NONSEQ;
                    burst_counter <= 0;        
                end
            end 
            BUSY:begin
                work <= cpu_inst[7];
                if (work) begin
                    HTRANS <= IDLE; 
                end
            end
            NONSEQ:begin
                RegWrite    <= 0;
                if (HREADY) begin
                    if (!work)
                    HTRANS <= BUSY;
                    else if (HBURST) begin
                        type_data <= 1;
                        burst_counter <= burst_counter + 1;
                        HTRANS <= SEQ;
                    end else begin
                        type_data <= 1;
                        HTRANS <= IDLE;
                    end
                end
            end  
            SEQ:begin
                ReadReg1_ADDR <= ReadReg1_ADDR +1;
                WriteReg_ADDR <=  WriteReg_ADDR;
                WriteReg_ADDR2 <= WriteReg_ADDR;
                RegWrite    <= 0;
                if (HREADY) begin
                    if(ALU_REG)
                        begin
                            if(write_read)
                            begin
                                WriteData   <= ALUResult;
                                RegWrite    <= 1;
                            end
                            else
                            HWDATA      <= ALUResult;
                        end
                        else
                        begin
                            if (HWRITE)
                            begin
                                WriteData   <= HRDATA;
                                RegWrite    <= 1;
                            end
                            else
                            begin
                                HWDATA      <= ReadData1;
                                RegWrite    <= 0;
                            end
                        end
                    HADDR <= HADDR + (4 << HSIZE); 
                        burst_counter <= burst_counter + 1;
                    if (!work)
                    HTRANS <= BUSY;
                    else if(HBURST == 3'b001 && burst_counter * HSIZE < 8'b1111111111 && burst_counter < burst_length-1)
                    HTRANS <= SEQ;
                        else begin
                        HTRANS <= IDLE;
                    end
                end  
            end
            default:HTRANS <= IDLE;
        endcase
    end
end
endmodule
module ALU(
    input [31:0] A,    
    input [31:0] B,       
    input [2:0] AlU_OP,   
    output reg [31:0] Result 
);
    always @(*) begin
        case (AlU_OP)
            3'b000: Result = A + B;     
            3'b001: Result = A - B;     
            3'b010: Result = A & B;     
            3'b011: Result = A | B;     
            3'b100: Result = A ^ B;     
            3'b101: Result = ~A;        
            3'b110: Result = A << 1;    
            3'b111: Result = A >> 1;    
            default: Result = 8'b0;
        endcase
    end
endmodule
module RegisterFile(
    input clk,
    input [2:0] ReadReg1_ADDR,
    input [2:0] ReadReg2_ADDR,
    input [2:0] WriteReg_ADDR,
    input [31:0] WriteData,
    input RegWrite,
    output [31:0] ReadData1,
    output [31:0] ReadData2
);
    reg [31:0] registers [7:0]; 
    assign ReadData1 = registers[ReadReg1_ADDR];
    assign ReadData2 = registers[ReadReg2_ADDR];
    always @(posedge clk) begin
        if (RegWrite) begin
            registers[WriteReg_ADDR] <= WriteData;
        end
    end
endmodule
### flow/run.sh
#!/bin/bash
# OpenROAD 26Q1-2900-gdf79404cd8, Yosys 0.63+post, stock flow scripts
make -C /OpenROAD-flow-scripts/flow DESIGN_CONFIG=/design/flow/config.mk WORK_HOME=/design/flow/orfs finish
### flow/config.mk
export PLATFORM = sky130hd
export DESIGN_NAME = AHB_Master_ALU_REG
export DESIGN_NICKNAME = AHB_Master_ALU_REG
export VERILOG_FILES = /design/flow/design.v
export SDC_FILE = /design/flow/constraint.sdc
export NUM_CORES = 4
export LEC_CHECK = 1
export CORE_UTILIZATION = 50
==> reports/qor.tcl <==
set qor(status) {complete, no violations}
set qor(power.density_nw_per_um2) 186
set qor(pin_count) 173
set qor(worst_hold_path_type) {flop to flop}
set qor(final_core_util_pct) 58.6
set qor(global_route.usage.total_pct) 28.8
set qor(endpoint_kind) {flop}
set qor(dr_total_vias) 16527
set qor(ys.flop_type) {edfxtp_1}
set qor(cts_num_sinks) 405
set qor(drive_above_1_share_pct) 13.8
set qor(gp_weighted_congestion) 0.959
set qor(cp_data_required_time_ns) 17.29
set qor(leakagePower_nw) 10.3
set qor(worst-endpoint-arrival_ns) 6.92
set qor(num_antenna_cells) 0
set qor(syn_to_final_growth_pct) 15.6
set qor(postSynthCellCount) 1956
set qor(cts_setup_buffers) 0
set qor(coreArea_um2) 47800
set qor(antenna_violating_nets_post_route) 0
set qor(actual_slew_at_the_worst_max_slew_pin_ns) 0.902
set qor(synth-async-reset-ratio_pct) 0.494
set qor(place.detailed.hpwl_mm) 41.7
set qor(dieWidth_um) 222
set qor(critPathKind) {flop to flop}
set qor(max_cap_viol_count) 0
set qor(netlist_area_um2) 24300
set qor(warnings) 66
set qor(max-clock-path-buffers) 3
set qor(grt_start_max_net_pins) 133
set qor(cts_made_buffers) 44
set qor(synth-seq-area-share_pct) 49.8
set qor(floorplanUtilization_pct) 50.7
set qor(via_count_of_the_first_global_routing_pass) 17259
set qor(tritoncts) {yes}
set qor(rsz0062_at_grt) {false}
set qor(h-tree-depth) 2
set qor(grt_antenna_before_repair) 1
set qor(min_from) {WriteReg_ADDR[2]}
set qor(yosysUniqueCellTypes) 78
set qor(vias_per_cell) 6.01
set qor(grt_overflow_total) 0
set qor(timing.final.setup_violations) 0
set qor(synth.yosys.num_cells) 1956
set qor(wirelength_mm) 64.0
set qor(detail_route.iter0.violations) 801
set qor(vdd.ir_drop.worst_mv) 0.105
set qor(fp.dieH_um) 222
set qor(setup.worst_path.start_class) {flop}
set qor(synth_chip_area_um2) 24300
set qor(hold_viol) 0
set qor(timing.final.max_slew_violations) 0
set qor(grt_pass1_wl_mm) 98.7
set qor(drc) 0
set qor(cts.clk_slew.worst_paths_ns) 0.06
set qor(max_slew_margin_pct) 39.3
set qor(fillers) 3818
set qor(enable_flop_cells) 397
set qor(yosysWarnings) 4
set qor(die-area_um2) 49400
set qor(clock.latency.late_pin_ns) 0.58
set qor(fin_tns_setup_ns) 0
set qor(finClkSkew_ns) 0.0144
set qor(post_synth.cell_area_avg_um2) 12.4
set qor(placement_rows) 80
set qor(place.port_buffers) 169
set qor(cts.hold.buffers_added) 0
set qor(wl_per_cell_um) 23.2
set qor(cts_root_buffer) {clkbuf_16}
set qor(dr.pass1.iters) 5
set qor(postSynthRegisterBits) 405
set qor(max_freq_ghz) 0.151
set qor(period_needed_ns) 6.62
set qor(cts_repair_resize_count) 0
set qor(crit_path_max_fanout) 33
set qor(timing.final.crit_share_pct) 39.0
cell usage in the layout (no fill, tap or decap), types with 45 or more instances in the layout:
master,count
nor2_1,121
a21oi_1,128
mux4_2,120
edfxtp_1,397
inv_1,136
xnor2_1,66
nand2_1,119
mux2i_1,66
clkbuf_16,45
o21ai_0,99
clkdlybuf4s50_1,169
ha_1,127
per-layer routing:
layer	vias up	share of wire [%]	track usage (%)
li1	7746	-	-
met1	7940	39	41.2
met2	761	46	42.8
met3	78	13	14.6
met4	2	2.0	5.02
met5	-	0.11	0.978
flip-flops by register name, summed over array words and instances (netlist names), 2 cells and up, named ones only:
signal	flops
rf.registers	256
HADDR	32
HWDATA	32
WriteData	32
burst_counter	10
burst_length	8
AlU_OP	3
HBURST	3
HSIZE	3
ReadReg1_ADDR	3
ReadReg2_ADDR	3
WriteReg_ADDR2	3
WriteReg_ADDR	3
HTRANS	2
final cells by class:
type                       instances  area, um2  share of cell area (%)
sequential                       405      12100                    43.1
multi-input combinational       1306      11300                    40.2
timing repair buffer             209       2000                    7.14
clock buffer                      55       1160                    4.15
tap                              615        769                    2.74
inverter                         137        514                    1.83
clock inverter                    25        230                   0.820
power by group:
| group | leakage [nW] | switching [mW] | internal [mW] | total [mW] |
|---|---|---|---|---|
| logic | 5.91 | 1.59 | 1.20 | 2.78 |
| clock network | 0.677 | 0.385 | 0.546 | 0.931 |
| registers | 3.70 | 0.168 | 1.33 | 1.50 |
| total | 10.3 | 2.14 | 3.08 | 5.22 |
through the flow:
stage	instances	hold WS [ns]	setup WS, ns	power (mW)	area [um2]
after global routing	2752	0.433	9.91	5.62	28100
after CTS	2752	0.427	10.43	5.24	28100
after floorplan	1956	0.400	9.66	3.50	24300
after detailed placement	2672	0.413	10.43	4.27	26700
after global placement	2672	0.407	10.40	4.26	26700
final	2752	0.422	10.38	5.22	28100
Yosys cell counts, types with 9 or more instances:
master     count  area (um2)
a211oi_1      13        97.6
a21o_1        38         285
a21oi_1      128         641
a22oi_1       16         120
a31oi_1        9        56.3
and2_1        13        81.3
and3_1        18         113
buf_1         16        60.1
buf_2         16        80.1
clkbuf_1      71         267
edfxtp_1     397       11900
fa_1          10         200
ha_1         128        1600
inv_1        136         510
mux2_2        44         495
mux2i_1       66         661
mux4_2       120        2700
nand2_1      119         447
nand2b_1      15        93.8
nand3_1       32         160
nor2_1       129         484
nor3_1        27         135
o2111ai_1     10        87.6
o211ai_1      22         165
o21a_1        17         128
o21ai_0       99         495
o221ai_1      10        87.6
xnor2_1       66         578
xor2_1        31         272
cells by family after synthesis:
| group | share of synthesized area, % |
|---|---|
| DFF | 49.8 |
| muxes | 15.9 |
| xor gates and xnor gates | 3.50 |
| and+or+nand+nor | 7.70 |
| adders and majority gates | 7.42 |
| buffers and inverters | 4.03 |
| AOI/OAI and AO/OA | 11.6 |
final timing paths:
| check | slack, ns | to | cells after the start |
|---|---|---|---|
| min in group asynchronous | 3.12 | HTRANS[0] | 1 |
| max in group asynchronous | 13.62 | HTRANS[1] | 1 |
| max | 10.38 | HWDATA[30] | 18 |
| max reg2reg | 10.38 | HWDATA[30] | 18 |
| min | 0.42 | WriteReg_ADDR2[2] | 0 |
| min reg2reg | 0.42 | WriteReg_ADDR2[2] | 0 |
critical path, stage by stage, from the launching register on:
cell and delay [ns]:
dfxtp_4 0.75, buf_4 0.58, mux4_2 0.57, mux2i_1 0.47, and3_1 0.28, nand3_1 0.18, nor4_2 0.79, a21oi_1 0.19
xnor2_1 0.16, ha_1 0.39, and2_1 0.19, nand4_1 0.15, nor2_1 0.21, nand2b_1 0.09, o21ai_0 0.34, a221o_1 0.37
mux2i_1 0.11, a211o_1 0.33, a21boi_0 0.15
No activity file was given, so power comes from the tool's default toggle rates.
